**config.mk**
```make
export PLATFORM = sky130hd
export DESIGN_NAME = ALU
export DESIGN_NICKNAME = ALU
export VERILOG_FILES = /design/flow/design.v
export SDC_FILE = /design/flow/constraint.sdc
export NUM_CORES = 4
export LEC_CHECK = 1
export CORE_UTILIZATION = 50
```
**constraint.sdc**
```tcl
current_design ALU

set clk_period 11.0
set clk_io_pct 0.2

create_clock -name clk0 -period $clk_period

set non_clock_inputs [all_inputs -no_clocks]
set_input_delay [expr $clk_period * $clk_io_pct] -clock clk0 $non_clock_inputs
set_output_delay [expr $clk_period * $clk_io_pct] -clock clk0 [all_outputs]
```
**design.v**
```verilog
`timescale 1ns / 1ps
`timescale 1ns / 1ps
`timescale 1ns / 1ps
`default_nettype none
module ALU(
    input wire [31:0] instr,
    input wire [31:0] A,
	 input wire [31:0] B,
	 input wire [4:0] alu_op,
	 output wire [31:0] out,
	 output wire overflow
    );
	 assign out = (alu_op == 5'b00000) ? A&B:
	              (alu_op == 5'b00001) ? A|B:
					  (alu_op == 5'b00010) ? A+B:
					  (alu_op == 5'b00011) ? A-B:
					  (alu_op == 5'b00100) ? A^B:
					  (alu_op == 5'b00101) ? ~(A|B):
					  (alu_op == 5'b00110) ? A<<B:
					  (alu_op == 5'b00111) ? A>>B:
					  (alu_op == 5'b01000) ? $signed($signed(A)>>>$signed({1'b0,B})):
					  (alu_op == 5'b01001) ? A<<{{27{1'b0}},B[4:0]}:
					  (alu_op == 5'b01010) ? A>>{{27{1'b0}},B[4:0]}:
					  (alu_op == 5'b01011) ? $signed($signed(A)>>>$signed({{27{1'b0}},B[4:0]})):
					  (alu_op == 5'b01100 && $signed(A)<$signed(B)) ? {{31{1'b0}},1'b1}:
                 (alu_op == 5'b01100 && $signed(A)>=$signed(B)) ? 0:	
                 (alu_op == 5'b01101 && A<B) ? {{31{1'b0}},1'b1}:
                 (alu_op == 5'b01101 && A>=B) ? 0:					  
					   0;
	 wire [32:0] temp;
	 assign temp = (alu_op == 5'b00010) ? {A[31],A}+{B[31],B}:
                  (alu_op == 5'b00011) ? {A[31],A}-{B[31],B}:
						0;	 
	 assign overflow = (temp[32] != temp[31]) ? 1:0;
endmodule
```
**run.sh**
```bash
#!/bin/bash
# OpenROAD 26Q1-2900-gdf79404cd8, Yosys 0.63+post, stock flow scripts
make -C /OpenROAD-flow-scripts/flow DESIGN_CONFIG=/design/flow/config.mk WORK_HOME=/design/flow/orfs finish
```
==> GITHUB_STEP_SUMMARY <==
## Implementation flow summary

| Metric | Value |
|---|---|
| Chip area from the yosys synthesis statistics | `11600 um2` |
| Largest vdd supply drop | `0.0000317 V` |
| Number of vias after detailed routing | `15600` |
| Worst path top cell family by delay | `AND-OR/OR-AND gates` |
| Post-route minimum period | `9.19 ns` |
| Floorplan-stage core utilization | `51.1%` |
| Wire length per cell after detailed routing | `31.8 um` |
| TNS Setup | `0 ns` |
| TritonRoute pass-1 iters | `7` |
| Critical path type | `input port to output port` |
| Global-route wire length before repair | `93200 um` |
| Mean instance size in the synthesized netlist | `6.78 um2` |
| Post-CTS Hold Buffers | `0` |
| Unrepaired setup endpoints after global routing | `false` |
| Crit path DAT | `6.99 ns` |
| Area overhead of the layout relative to synthesis | `9.41%` |
| Number of failing setup endpoints in the final timing report | `0` |
| Cell area after technology mapping | `11600 um2` |
| Internal portion of total power | `0.000234 W` |
| Kind of end point of the critical path | `output port` |
| Worst-path maximum fanout | `13` |
| Number of vias per cell | `7.78` |
| Flip-flops | `0` |
| List of cells traversed by the critical path | `clkdlybuf4s50_1 > inv_1 > ha_1 > a21oi_1 > o21bai_1 > a221oi_1 > o31ai_2 > o21ai_1 > o21ai_0 > a31oi_1 > mux2i_1 > o21ai_1 > clkdlybuf4s50_1` |
| Ys cells | `1707` |
| Critical Path Max Stage Delay | `0.84 ns` |
| Total power | `0.000635 W` |
| Via count of the first global-routing pass | `14300` |
| Post-synthesis simple-gate area fraction | `21.6%` |
| Drt drc | `0` |
| Crit path max-delay cell type | `sky130_fd_sc_hd__clkdlybuf4s50_1` |
| I/O pin cnt | `134` |
| Unique cell types | `96` |
| Pin count of the biggest net entering global routing | `69` |
| Max-Slew Margin vs Limit | `28.7%` |
| Result of the run | `finished clean` |
| Detailed-placement wirelength estimate | `47400 um` |
| DRT antenna net count | `0` |
| Hold crit path type | `input port to output port` |
| Buffers inserted during post-CTS setup optimization | `0` |
| Count of cells resized by post-cts repair | `0` |
| Synthesized-area fraction occupied by adder cells | `10.8%` |
| Iter 0 DRT Violations | `2308` |
| Startpoint types | `input port` |
| Compound-cell area share of the yosys netlist | `40.1%` |
| Number of logged tool warnings | `130` |
| Post-synthesis xor/xnor area fraction | `0.757%` |
| Input/output buffers | `102` |
| X dimension of the die | `154 um` |
| Global router's overall resource usage | `54.3%` |
| Number of rows in the core area | `55` |
| Area of the core region | `22600 um2` |
| Switch Pwr | `0.000401 W` |
| Dominant comb cell | `AND-OR/OR-AND gates` |
| Max Freq | `109 MHz` |
| Number of antenna violations at the first check in global routing | `4` |
| Die outline area | `23800 um2` |
| Worst EP required | `8.80 ns` |
| Wirelength, routed | `63700 um` |
| Fin. Hold Viols | `0` |
| Transition time at the pin with the least slew margin | `1.06 ns` |
| Power density relative to cell area | `50.2 nW/um2` |
| Share of the yosys chip area belonging to registers | `0%` |
| Fin crit share | `83.5%` |
| Tally of max-capacitance violations | `0` |
| Synth Instances | `1707` |
| Buffers & Inverters on Critical Path | `3` |
| Total area of sequential cells | `0 um2` |
| Lkg Pwr | `4.97 nW` |
| Clock buf count | `0` |
| Leftover overflow at the end of global routing | `0` |
| Global placement routability congestion | `1.18` |
| Fraction of synthesized area in multiplexers | `17.7%` |
| Max-slew violation total from the final report | `0` |
| Switching portion of total power | `63.1%` |
| Syn. warnings | `0` |
| Y dimension of the die | `154 um` |
| Fraction of layout instances using a drive strength above 1 | `10.7%` |
[cell type report]
class / count / area [um2]
fillers: 2207 / 9970
repair buffers: 152 / 1380
inverters: 102 / 383
well taps: 285 / 357
multi-input cells: 1465 / 10500
diodes: 1 / 2.50
[logic make-up (layout without fill, tap and decap cells)]
kind of cell    Yosys count  after routing
simple gates            536            536
other cells               0              1
mux                     127            127
buf+inv                 242            254
compound gates          693            693
fa+ha+maj                99             99
xor+xnor                 10             10
[tightest hold or removal path: cells and delay by family]
kind | cells | cell delay [ns]
simple gates | 2 | 0.12
buf+inv | 2 | 0.84
fa+ha+maj | 1 | 0.25
[per-stage QoR]
step / util (%) / worst slack, ns / std cells / hold slack (ns) / area (um2)
detailed placement: 55.9 / 2.13 / 2004 / 5.61 / 12700
global route: 55.9 / 1.68 / 2004 / 5.69 / 12700
CTS: 55.9 / 2.10 / 2004 / 5.62 / 12700
global placement: 55.9 / 2.18 / 2004 / 5.62 / 12700
floorplan: - / 3.51 / 1707 / 4.57 / 11600
finish: 55.9 / 1.81 / 2005 / 5.63 / 12700
[cells in the mapped netlist, types with 9 or more instances]
| cell type | n | area, um2 |
|---|---|---|
| sky130_fd_sc_hd__a21o_1 | 18 | 135 |
| sky130_fd_sc_hd__a31oi_1 | 28 | 175 |
| sky130_fd_sc_hd__o22ai_1 | 29 | 181 |
| sky130_fd_sc_hd__o21ai_0 | 144 | 721 |
| sky130_fd_sc_hd__o311ai_0 | 9 | 78.8 |
| sky130_fd_sc_hd__nor3_1 | 52 | 260 |
| sky130_fd_sc_hd__nand3_1 | 34 | 170 |
| sky130_fd_sc_hd__or3_1 | 16 | 100 |
| sky130_fd_sc_hd__o31ai_1 | 19 | 143 |
| sky130_fd_sc_hd__nand2b_1 | 14 | 87.6 |
| sky130_fd_sc_hd__xnor2_1 | 9 | 78.8 |
| sky130_fd_sc_hd__inv_1 | 98 | 368 |
| sky130_fd_sc_hd__a22oi_1 | 12 | 90.1 |
| sky130_fd_sc_hd__mux4_2 | 60 | 1350 |
| sky130_fd_sc_hd__nor2_1 | 180 | 676 |
| sky130_fd_sc_hd__o21bai_1 | 15 | 113 |
| sky130_fd_sc_hd__o21a_1 | 10 | 75.1 |
| sky130_fd_sc_hd__mux2_2 | 17 | 191 |
| sky130_fd_sc_hd__buf_1 | 15 | 56.3 |
| sky130_fd_sc_hd__mux2i_1 | 49 | 490 |
| sky130_fd_sc_hd__buf_2 | 27 | 135 |
| sky130_fd_sc_hd__nor4_1 | 13 | 81.3 |
| sky130_fd_sc_hd__o211ai_1 | 34 | 255 |
| sky130_fd_sc_hd__nand4_1 | 11 | 68.8 |
| sky130_fd_sc_hd__o21ai_1 | 10 | 50.1 |
| sky130_fd_sc_hd__a211oi_1 | 32 | 240 |
| sky130_fd_sc_hd__o221ai_1 | 27 | 236 |
| sky130_fd_sc_hd__a221oi_1 | 30 | 263 |
| sky130_fd_sc_hd__nand2_1 | 151 | 567 |
| sky130_fd_sc_hd__a21oi_1 | 172 | 861 |
| sky130_fd_sc_hd__a211o_1 | 9 | 78.8 |
| sky130_fd_sc_hd__clkbuf_1 | 84 | 315 |
| sky130_fd_sc_hd__ha_1 | 97 | 1210 |
| sky130_fd_sc_hd__nor2b_1 | 12 | 75.1 |
| sky130_fd_sc_hd__and3_1 | 13 | 81.3 |
[power by group through the flow]
stage | combinational, W | clock, W | sequential, W
global route | 0.000665 | 0 | 0
CTS | 0.000601 | 0 | 0
[cell usage in the layout (no fill, tap or decap), drive strengths merged, types with 13 or more instances in the layout]
cell type and n:
a211oi 36, nor2 181, inv 101, o31ai 22, o221ai 27, mux2i 50, ha 97, o21ai 155
nand2 152, o21bai 15, nor4 14, a21oi 176, mux2 17, nor3 59, or3 16, mux4 60
buf 55, nand3 34, and3 13, a221oi 33, a21o 18, o211ai 35, nand2b 14, a31oi 28
clkdlybuf4s50 97, o22ai 29
[metal layers]
metal | vias up | GRT usage, % | share of wire [%]
met5 | - | 5.59 | 0.19
met4 | 8 | 30.1 | 7.9
met3 | 391 | 29.0 | 18
met2 | 1513 | 73.0 | 38
met1 | 7112 | 68.9 | 35
li1 | 6574 | - | -
[worst paths after layout]
kind,startpoint,slack [ns],cells after the start,to
setup / recovery,A[8],1.81,13,out[29]
hold / removal,B[16],5.63,5,out[16]
Power and IR drop assume default switching activity.
